==> /design/flow/design.v <==
`timescale 1ns/1ns
module full_adder (
    input wire [2:0] abc_i,
    output wire sum,
    output wire carry
);
    wire sum_0;
    wire carry_0;
    wire sum_1;
    wire carry_1;
    half_adder ha0(
        .a(abc_i[0]),
        .b(abc_i[1]),
        .sum(sum_0),
        .carry(carry_0)
    );
    half_adder ha1(
        .a(sum_0),
        .b(abc_i[2]),
        .sum(sum_1),
        .carry(carry_1)
    );
    assign sum = sum_1;
    assign carry = carry_0 | carry_1; 
endmodule: full_adder
`timescale 1ns/1ns
module half_adder (
    input wire a,
    input wire b,
    output wire sum,
    output wire carry);
    reg sum_tmp;
    reg carry_tmp;
    always @(a, b) begin
        sum_tmp = a ^ b;
        carry_tmp = a & b;
    end
    assign sum = sum_tmp;
    assign carry = carry_tmp;
endmodule: half_adder
`timescale 1ns/1ns
module adder_sub (
    input [3:0] inp_1,
    input [3:0] inp_2,
    input do_sub,
    output wire [3:0] sum,
    output wire carry
);
    wire carry_0;
    wire carry_1;
    wire carry_2;
    wire [3:0] inp_2_comp;
    assign inp_2_comp[0] = inp_2[0] ^ do_sub;
    assign inp_2_comp[1] = inp_2[1] ^ do_sub;
    assign inp_2_comp[2] = inp_2[2] ^ do_sub;
    assign inp_2_comp[3] = inp_2[3] ^ do_sub;
    full_adder f0 (
        .abc_i({inp_1[0], inp_2_comp[0], do_sub}),
        .sum(sum[0]),
        .carry(carry_0)
    );
    full_adder f1 (
        .abc_i({inp_1[1], inp_2_comp[1], carry_0}),
        .sum(sum[1]),
        .carry(carry_1)
    );
    full_adder f2 (
        .abc_i({inp_1[2], inp_2_comp[2], carry_1}),
        .sum(sum[2]),
        .carry(carry_2)
    );
    full_adder f3 (
        .abc_i({inp_1[3], inp_2_comp[3], carry_2}),
        .sum(sum[3]),
        .carry(carry)
    );
endmodule: adder_sub
==> /design/flow/run.sh <==
#!/bin/bash
# OpenROAD 26Q1-2900-gdf79404cd8, Yosys 0.63+post, stock flow scripts
make -C /OpenROAD-flow-scripts/flow DESIGN_CONFIG=/design/flow/config.mk WORK_HOME=/design/flow/orfs finish
==> /design/flow/config.mk <==
export PLATFORM = sky130hd
export DESIGN_NAME = adder_sub
export DESIGN_NICKNAME = adder_sub
export VERILOG_FILES = /design/flow/design.v
export SDC_FILE = /design/flow/constraint.sdc
export NUM_CORES = 4
export LEC_CHECK = 1
export CORE_AREA = 10 10 70 70
export DIE_AREA = 0 0 80 80
==> /design/flow/constraint.sdc <==
current_design adder_sub

set clk_period 4.6
set clk_io_pct 0.2

create_clock -name clk0 -period $clk_period

set non_clock_inputs [all_inputs -no_clocks]
set_input_delay [expr $clk_period * $clk_io_pct] -clock clk0 $non_clock_inputs
set_output_delay [expr $clk_period * $clk_io_pct] -clock clk0 [all_outputs]
==> flow_metrics.tcl <==
# implementation run metrics
set metrics [dict create \
    outcome "complete, no violations" \
    grt_max_degree 5 \
    yosys_warnings 1 \
    antenna-diode-count 0 \
    grt_pass1_vias 135 \
    finalSetupViolations 0 \
    slew-limit-headroom 0.8458 \
    worst_ep_arrival_time_ns 3.52 \
    die_h_um 80 \
    top_cell_area_share 0.3721 \
    required_ns 3.68 \
    finalPower_mw 0.04165 \
    seq_cell_count 0 \
    rows 21 \
    dpl-instance-area_um2 329.1 \
    synth_seq_share 0 \
    fin_crit_sh 0.9662 \
    overflow 0 \
    crit_path_start_kind "primary input" \
    avgViaCountPerCell 1.680 \
    crit_type "in2out" \
    wl_um 492 \
    synth_dominant_cell_count "inv_1" \
    cts_hold_buf 0 \
    wl_per_cell_um 6.560 \
    fmax_mhz 225.0 \
    dieArea_um2 6400 \
    drv_cap 0 \
    grt_setup_unrepaired "no" \
    crit_path_top_delay_cell "clkdlybuf4s50_1" \
    top_cells_by_area "fa_1, buf_4, inv_1" \
    hold_end "sum[0]" \
    fp_util 0.04725 \
    final_cell_area_um2 329.1 \
    holdPathStages 3 \
    drc 0 \
    antenna_found_initial 0 \
    ios 14 \
    grt_pass1_wl_um 710 \
    cp_max_fo 4 \
    ys_chip_area_um2 161.4 \
    register_area_um2 0 \
    dieWidth_um 80 \
    worstMarginPinSlew_ns 0.2305 \
    hp-class "in2out" \
    areaGrowthSynthToFinish_pct 103.9 \
    gr-usage-all-layers 0.01459 \
    first_pass_iters 2 \
    min_from "inp_1[0]" \
    cpMostUsedCell "fa_1" \
    cts_setup_buffers 0 \
    drt_iter0_markers 5 \
    power_density_nw_per_um2 126.6 \
    postSynthCellCount 19 \
    gp_congestion 0.6579 \
    core-area_um2 3416 \
    synthesis.area_um2 161.4 \
    n_fill_cell 414 \
    comb_area_um2 105.1 \
    tns_ns 0 \
    clkbuf_count 0 \
    path_cells "clkdlybuf4s50_1 > mux2i_1 > fa_1 > fa_1 > fa_1 > inv_1 > clkdlybuf4s50_1" \
    total_leakage_power_nw 0.1303 \
    warnings 32 \
    finalHoldViolations 0 \
    cts_resized 0 \
    synthTopCellsByCount "inv_1, buf_4, fa_1, xnor2_1" \
    slew_viol_final 0 \
    place.detailed.hpwl_um 486 \
    min_period_ns 4.445 \
    synthDistinctLibCells 6 \
    end_kind "primary output" \
    top_area_cell "fa_1" \
    via_count 126 \
    ant_nets 0 \
    port_buffers 14 \
    syn_avg_cell_area_um2 8.495 \
    ys_cells 19 \
    cpPeakStageDelay_ns 0.59 \
    drive_above_1_share 0 \
    worst_ir_drop_vdd_v 0.00003062 \
]
==> worst max-delay path by stage <==
stage,slack (ns),start,to,cells past startpoint
6_report,0.16,do_sub,sum[3],7
4_1_cts,0.12,do_sub,sum[3],7
5_1_grt,0.02,do_sub,sum[3],7
==> logic make-up (layout without fill, tap and decap cells) <==
group / count (synthesis) / in the layout / synth area share
buf+inv: 11 / 21 / 0.3489
xor+xnor: 4 / 4 / 0.2171
fa+ha+maj: 3 / 3 / 0.3721
mux: 1 / 1 / 0.06202
==> stage by stage <==
stage | instances | util | setup WS [ns] | hold slack, ns
after global routing | 75 | 0.09634 | 0.01585 | 2.863
after global placement | 75 | 0.09634 | 0.1504 | 2.810
after detailed placement | 75 | 0.09634 | 0.1214 | 2.812
after CTS | 75 | 0.09634 | 0.1214 | 2.814
after floorplan | 19 | - | 1.168 | 1.989
final | 75 | 0.09634 | 0.1554 | 2.806
==> routing by layer <==
| layer | share of wire | vias to the layer above | GRT usage |
|---|---|---|---|
| li1 | - | 67 | - |
| met1 | 0.63 | 45 | 0.02658 |
| met2 | 0.089 | 14 | 0.007223 |
| met3 | 0.28 | 0 | 0.01591 |
| met4 | 0 | 0 | 0 |
| met5 | 0 | - | 0 |
==> final cells by class <==
class / count / area share
multi-input cells: 8 / 0.3194
inverters: 7 / 0.07985
well taps: 46 / 0.1749
repair buffers: 14 / 0.4259
==> cell usage in the layout, fill, tap and decap left out, drive strengths merged <==
cell type,count
clkdlybuf4s50,14
mux2i,1
inv,7
xor2,1
xnor2,3
fa,3
==> critical path: cells and delay by family <==
family	cells	cell delay (ns)
buffers and inverters	3	1.14
multiplexers	1	0.13
adder cells (fa/ha/maj)	3	1.33
==> power breakdown <==
| group | internal [mW] | switching [mW] | total (mW) |
|---|---|---|---|
| logic | 0.0285 | 0.0131 | 0.0416 |
| registers | 0 | 0 | 0 |
| clock network | 0 | 0 | 0 |
Power figures rest on the tool's default switching activity, not on a simulated workload.
