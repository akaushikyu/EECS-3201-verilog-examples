[design/flow/config.mk]
export PLATFORM = sky130hd
export DESIGN_NAME = decoder_3x8
export DESIGN_NICKNAME = decoder_3x8
export VERILOG_FILES = /design/flow/design.v
export SDC_FILE = /design/flow/constraint.sdc
export NUM_CORES = 4
export LEC_CHECK = 1
export CORE_AREA = 10 10 70 70
export DIE_AREA = 0 0 80 80
[design/flow/constraint.sdc]
current_design decoder_3x8

set clk_period 2.0
set clk_io_pct 0.2

create_clock -name clk0 -period $clk_period

set non_clock_inputs [all_inputs -no_clocks]
set_input_delay [expr $clk_period * $clk_io_pct] -clock clk0 $non_clock_inputs
set_output_delay [expr $clk_period * $clk_io_pct] -clock clk0 [all_outputs]
[design/flow/design.v]
module decoder_3x8 (
    input wire enable,
    input wire [2:0] in_i,
    output reg [7:0] out_o
);
    always @(enable, in_i) begin
        if (enable == 1'b0) begin
            out_o = 8'b0;
        end
        else if (in_i == 3'b000) begin
            out_o = 8'b00000001;
        end
        else if (in_i == 3'b001) begin
            out_o = 8'b00000010;
        end
        else if (in_i == 3'b010) begin
            out_o = 8'b00000100;
        end
        else if (in_i == 3'b011) begin
            out_o = 8'b00001000;
        end
        else if (in_i == 3'b100) begin
            out_o = 8'b00010000;
        end
        else if (in_i == 3'b101) begin
            out_o = 8'b00100000;
        end
        else if (in_i == 3'b110) begin
            out_o = 8'b01000000;
        end
        else if (in_i == 3'b111) begin
            out_o = 8'b10000000;
        end
    end
endmodule: decoder_3x8
[design/flow/run.sh]
#!/bin/bash
# OpenROAD 26Q1-2900-gdf79404cd8, Yosys 0.63+post, stock flow scripts
make -C /OpenROAD-flow-scripts/flow DESIGN_CONFIG=/design/flow/config.mk WORK_HOME=/design/flow/orfs finish
==> impl_metrics.env <==
# flow metrics
export IMPL_syn_area_um2=220.2
export IMPL_cap_violations=0
export IMPL_untimed_endpoints=8
export IMPL_die_w_um=80
export IMPL_ys_warn_count=1
export IMPL_post_cts_buffers=0
export IMPL_gr_usage_all_layers_pct=1.785
export IMPL_path_cells="buf_6 -> and4b_2 -> dlxtn_1 -> clkdlybuf4s50_1"
export IMPL_worst_slack_ns=0.05242
export IMPL_grt_use_met1_pct=2.802
export IMPL_grt_busiest_layer="met1"
export IMPL_ys_types=6
export IMPL_finalSetupViolCount=0
export IMPL_die_y_um=80
export IMPL_crit_type="primary input to primary output"
export IMPL_via_per_inst=2.061
export IMPL_ys_cells=17
export IMPL_fin_crit_sh_pct=97.38
export IMPL_gp_congestion=0.7508
export IMPL_use_met2_pct=1.846
export IMPL_antenna_found_initial=0
export IMPL_syn_area_per_cell_um2=12.95
export IMPL_drc=0
export IMPL_crit_required_ns=1.60
export IMPL_wl_per_cell_um=6.695
export IMPL_met3_usage_pct=1.364
export IMPL_report_final_slew_viol_count=0
export IMPL_areaGrowthSynthToFinish_pct=97.16
export IMPL_grt_pass1_vias=166
export IMPL_fin_area_um2=434.2
export IMPL_fmax_ghz=0.5135
export IMPL_area_leaders="dlxtn_1 (55%), and4bb_2 (17%), and4b_2 (15%)"
export IMPL_synth_area_yosys_um2=220.2
export IMPL_cp_start_kind="primary input"
export IMPL_slowest_stage="clkdlybuf4s50_1"
export IMPL_status="complete, no violations"
export IMPL_rows=21
export IMPL_port_buffer_count=12
export IMPL_place_ws_ns=-0.5120
export IMPL_vias=169
export IMPL_synth_cells=17
export IMPL_wl_um=549
export IMPL_warning_count=32
export IMPL_ant_nets=0
export IMPL_diodes=0
export IMPL_grt_pass1_wl_um=945
export IMPL_top_cell_area_share_pct=54.55
export IMPL_drt_iter0_markers=15
export IMPL_cp_data_arrival_time_ns=1.55
export IMPL_yosysTopAreaCell="dlxtn_1"
export IMPL_total_power_uw=41.70
export IMPL_dr_pass1_iters=2
export IMPL_ys_flops=8
export IMPL_grt_remaining_overflow=0
export IMPL_pwr_density_cell_mw_per_mm2=96.06
export IMPL_ir_worst_vdd_v=0.00001388
export IMPL_rsz0062_at_grt="no"
export IMPL_unclocked_pins=8
export IMPL_critical_path_endpoint="out_o[6]"
export IMPL_num_io_pins=12
export IMPL_drive_gt1_share_pct=38.89
export IMPL_place_area_um2=424.2
export IMPL_slowest_delay_ns=0.46
export IMPL_largest_register_ffs=8
export IMPL_finalHoldViolCount=0
export IMPL_cp_startpoint="in_i[0]"
export IMPL_critPathMaxFanout=8
export IMPL_dieArea_mm2=0.006400
export IMPL_fp_util_pct=6.447
export IMPL_core_area_mm2=0.003416
export IMPL_n_fill_cell=393
export IMPL_grt_max_degree=9
export IMPL_p_leak_uw=0.0002129
export IMPL_fin_crit_ns=1.948
export IMPL_worst_setup_path_end_kind="primary output"
export IMPL_setup_tns_ns=0
-- metrics by stage --
stage / util [%] / instances
floorplan: - / 24
global placement: 12.42 / 82
detailed placement: 12.42 / 82
CTS: 12.42 / 82
global route: 12.71 / 82
finish: 12.71 / 82
-- final cells by class --
class	instances	area, µm²	share of cell area (%)
multi-input combinational	16	135.1	31.12
sequential	8	122.6	28.24
timing repair buffer	12	118.9	27.38
tap	46	57.56	13.26
-- repair_timing --
| item | 4_1_cts | 5_1_grt |
|---|---|---|
| hold buffers | 0 | 0 |
| endpoints found under the setup margin | 8 | 2 |
| gates resized | 27 | 4 |
| pin swaps | 2 | 0 |
-- kinds of logic (layout without fill, tap and decap cells) --
kind of cell           count (synthesis)  in the layout  share of synthesized area (%)
latches                                8              8                          54.54
buffers and inverters                  0             12                              0
other                                  1              8                          1.703
AND/OR/NAND/NOR                        8              8                          43.75
-- where the power goes --
| group | leakage [µW] | internal [µW] | switching (µW) |
|---|---|---|---|
| combinational | 0.000150 | 18.4 | 11.6 |
| clock | 0 | 0 | 0 |
| sequential | 0.0000624 | 10.7 | 0.949 |
| total | 0.000213 | 29.1 | 12.6 |
-- critical path: cells and delay by family --
kind / cells / cell delay [ns]
buf+inv: 2 / 0.57
simple gates: 1 / 0.25
latches: 1 / 0.32
-- cell usage after synthesis (all sizes together) --
cell,n
conb,1
and4bb,3
dlxtn,8
and4b,3
nor4b,1
and4,1
-- cell usage in the layout (no fill, tap or decap) --
| cell | synthesis | layout |
|---|---|---|
| and4_2 | 1 | 1 |
| and4b_2 | 3 | 3 |
| and4bb_2 | 3 | 3 |
| buf_6 | 0 | 3 |
| clkbuf_4 | 0 | 1 |
| clkdlybuf4s50_1 | 0 | 3 |
| conb_1 | 1 | 8 |
| dlxtn_1 | 8 | 6 |
| dlxtn_2 | 0 | 2 |
| dlygate4sd2_1 | 0 | 4 |
| dlymetal6s2s_1 | 0 | 1 |
| nor4b_4 | 0 | 1 |
-- per-layer routing --
metal | routed length (µm) | up-vias
met5 | 0 | -
met2 | 147 | 10
li1 | - | 97
met3 | 123 | 0
met1 | 278 | 62
met4 | 0 | 0
Power and IR drop assume default switching activity.
